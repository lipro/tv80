==> design/flow/design.v <==
module T16450 
  (
   input reset_n,
   input clk,
   input rclk,
   input cs_n,
   input rd_n,
   input wr_n,
   input [2:0] addr,    
   input [7:0] wr_data,
   output reg [7:0] rd_data,    
   input sin,
   input cts_n,
   input dsr_n,
   input ri_n,
   input dcd_n, 
   output reg sout,
   output reg rts_n,
   output reg dtr_n,
   output reg out1_n,
   output reg out2_n,
   output reg baudout,
   output reg intr
   );
  reg [7:0] RBR;         
  reg [7:0] THR;         
  reg [7:0] IER;         
  reg [7:0] IIR;         
  reg [7:0] LCR;         
  reg [7:0] MCR;         
  reg [7:0] LSR;         
  reg [7:0] MSR;         
  reg [7:0] SCR;         
  reg [7:0] DLL;         
  reg [7:0] DLM;         
  reg [7:0] DM0;
  reg [7:0] DM1;
  reg [3:0] MSR_In;
  reg [3:0] Bit_Phase;
  reg [3:0] Brk_Cnt;
  reg       RX_Filtered;
  reg [7:0] RX_ShiftReg;
  reg [3:0] RX_Bit_Cnt;
  reg       RX_Parity;
  reg       RXD;
  reg       TX_Tick;
  reg [7:0] TX_ShiftReg;
  reg [3:0] TX_Bit_Cnt;
  reg       TX_Parity;
  reg       TX_Next_Is_Stop;
  reg       TX_Stop_Bit;
  reg       TXD;
  always @*
    begin
      dtr_n = MCR[4] || ~ MCR[0];
      rts_n = MCR[4] || ~ MCR[1];
      out1_n = MCR[4] || ~ MCR[2];
      out2_n = MCR[4] || ~ MCR[3];
      sout = MCR[4] || (TXD && ~ LCR[6]);
      if (!MCR[4]) RXD = sin;
      else RXD = (TXD && !LCR[6]);
      intr = ~IIR[0];
      if (LCR[7])
        begin
          DM0 = DLL;
          DM1 = DLM;
        end
      else
        begin
          DM0 = RBR;
          DM1 = IER;
        end
      case (addr)
        3'h0 : rd_data = DM0;
        3'h1 : rd_data = DM1;
        3'h2 : rd_data = IIR;
        3'h3 : rd_data = LCR;
        3'h4 : rd_data = MCR;
        3'h5 : rd_data = LSR;
        3'h6 : rd_data = MSR;
        default : rd_data = SCR;
      endcase
    end
  always @ (posedge clk)
    begin
      if (!reset_n) 
        begin
          THR <= #1 8'b00000000;
          IER <= #1 8'b00000000;
          LCR <= #1 8'b00000000;
          MCR <= #1 8'b00000000;
          MSR[3:0] <= #1 4'b0000;
          SCR <= #1 8'b00000000;
          DLL <= #1 8'b00000000;
          DLM <= #1 8'b00000000;
        end 
      else 
        begin
          if (!wr_n && !cs_n ) 
            begin
              case (addr)
                3'b000  :
                  begin
                    if (LCR[7]) 
                      DLL <= #1 wr_data;
                    else 
                      THR <= #1 wr_data;
                  end 
                3'b001  :
                  begin
                    if (LCR[7]) 
                      DLM <= #1 wr_data;
                    else
                      IER[3:0] <= #1 wr_data[3:0];
                  end
                3'b011  : LCR <= #1 wr_data;
                3'b100  : MCR <= #1 wr_data;
                3'b111  : SCR <= #1 wr_data;
                default : ;
              endcase
            end
          if (!rd_n && !cs_n && (addr == 3'b110)) 
            MSR[3:0] <= #1 4'b0000;
          if (MSR[4] != MSR_In[0])
            MSR[0] <= #1 1'b1;
          if (MSR[5] != MSR_In[1])
            MSR[1] <= #1 1'b1;
          if (!MSR[6] && MSR_In[2])
            MSR[2] <= #1 1'b1;
          if (MSR[7] != MSR_In[3])
            MSR[3] <= #1 1'b1;
        end
    end 
  always @ (posedge clk)
    begin
      if (!MCR[4]) 
        begin
          MSR[4] <= #1 MSR_In[0];
          MSR[5] <= #1 MSR_In[1];
          MSR[6] <= #1 MSR_In[2];
          MSR[7] <= #1 MSR_In[3];
        end 
      else 
        begin
          MSR[4] <= #1 MCR[1];
          MSR[5] <= #1 MCR[0];
          MSR[6] <= #1 MCR[2];
          MSR[7] <= #1 MCR[3];
        end
      MSR_In[0] <= #1 cts_n;
      MSR_In[1] <= #1 dsr_n;
      MSR_In[2] <= #1 ri_n;
      MSR_In[3] <= #1 dcd_n;
    end
  always @*
    begin
      IIR[7:3] <= #1 5'b00000;
      if (IER[2] && (LSR[4:1] != 4'b0000))
        IIR[2:0] <= #1 3'b110;
      else if (IER[0] && LSR[0])
        IIR[2:0] <= #1 3'b100;
      else if (IER[1] && LSR[5])
        IIR[2:0] <= #1 3'b010;
      else if (IER[3] && ((!MCR[4] && (MSR[3:0] != 0)) || (MCR[4] && (MCR[3:0] != 0))))
        IIR[2:0] <= #1 3'b000;
      else
        IIR[2:0] <= #1 3'b001;
    end
  always @ (posedge clk)
    begin : clk_gen
      reg [15:0] Baud_Cnt;
      if (!reset_n)
        begin
          Baud_Cnt = 16'b0000000000000000;
          baudout <= #1 1'b0;
        end 
      else 
        begin
          if ((Baud_Cnt[15:1] == 15'h0) || 
              (!wr_n && !cs_n && (addr[2:1] == 2'b00) && LCR[7]) ) 
            begin
              Baud_Cnt[15:8] = DLM;
              Baud_Cnt[7:0] = DLL;
              baudout <= #1 1'b1;
            end 
          else 
            begin
              Baud_Cnt = Baud_Cnt - 1;
              baudout <= #1 1'b0;
            end
        end
    end
  always @ (posedge clk)
    begin : input_filter
      reg [1:0] Samples;
      if (!reset_n)
        begin
          Samples = 2'b11;
          RX_Filtered <= #1 1'b1;
        end 
      else 
        begin
          if (rclk) 
            begin
              Samples[1] = Samples[0];
              Samples[0] = RXD;
            end
          if (Samples == 2'b00) 
            begin
              RX_Filtered <= #1 1'b0;
            end
          if (Samples == 2'b11) 
            begin
              RX_Filtered <= #1 1'b1;
            end
        end
    end
  always @ (posedge clk)
    begin
      if (!reset_n) 
        begin
          RBR <= #1 8'b00000000;
          LSR[4:0] <= #1 5'b00000;
          Bit_Phase <= #1 4'b0000;
          Brk_Cnt <= #1 4'b0000;
          RX_ShiftReg[7:0] <= #1 8'b00000000;
          RX_Bit_Cnt <= #1 0;
          RX_Parity <= #1 1'b0;
        end 
      else 
        begin
          if (addr == 3'b000 && !LCR[7] && !rd_n && !cs_n ) 
            begin
              LSR[0] <= #1 1'b0;    
            end
          if (addr == 3'b101 && !rd_n && !cs_n ) 
            begin
              LSR[4] <= #1 1'b0;    
              LSR[3] <= #1 1'b0;    
              LSR[2] <= #1 1'b0;    
              LSR[1] <= #1 1'b0;    
            end
          if (rclk) 
            begin
              if (!RX_Bit_Cnt && (RX_Filtered || (Bit_Phase == 4'b0111)))
                begin
                  Bit_Phase <= #1 4'b0000;
                end 
              else 
                begin
                  Bit_Phase <= #1 Bit_Phase + 1;
                end
              if (Bit_Phase == 4'b1111 ) 
                begin
                  if (RX_Filtered)
                    begin
                      Brk_Cnt <= #1 4'b0000;
                    end 
                  else 
                    begin
                      Brk_Cnt <= #1 Brk_Cnt + 1;
                    end
                  if (Brk_Cnt == 4'b1100) 
                    begin
                      LSR[4] <= #1 1'b1;      
                    end
                end
              if (!RX_Bit_Cnt ) 
                begin
                  if (Bit_Phase == 4'b0111) 
                    begin
                      RX_Bit_Cnt <= #1 RX_Bit_Cnt + 1;
                      RX_Parity <= #1 ! LCR[4];     
                    end
                end 
              else if (Bit_Phase == 4'b1111) 
                begin
                  RX_Bit_Cnt <= #1 RX_Bit_Cnt + 1;
                  if (RX_Bit_Cnt == 10 ) 
                    begin  
                      RX_Bit_Cnt <= #1 0;
                      LSR[0] <= #1 1'b1;  
                      LSR[3] <= #1 ~RX_Filtered;  
                    end 
                  else if ((RX_Bit_Cnt == 9 && LCR[1:0] == 2'b11) ||
                           (RX_Bit_Cnt == 8 && LCR[1:0] == 2'b10) ||
                           (RX_Bit_Cnt == 7 && LCR[1:0] == 2'b01) ||
                           (RX_Bit_Cnt == 6 && LCR[1:0] == 2'b00) ) 
                    begin  
                      RX_Bit_Cnt <= #1 0;
                      if (LCR[3]) 
                        begin    
                          RX_Bit_Cnt <= #1 10;
                          if (LCR[5]) 
                            begin        
                              if (RX_Filtered == LCR[4]) 
                                begin
                                  LSR[2] <= #1 1'b1;
                                end
                            end 
                          else
                            begin
                              if (RX_Filtered != RX_Parity) 
                                begin
                                  LSR[2] <= #1 1'b1;
                                end
                            end
                        end 
                      else 
                        begin
                          LSR[0] <= #1 1'b1;  
                          LSR[3] <= #1 ~RX_Filtered;  
                        end
                      RBR <= #1 RX_ShiftReg[7:0];
                      LSR[1] <= #1 LSR[0];
                      if (addr == 3'b101 && !rd_n && !cs_n ) 
                        begin
                          LSR[1] <= #1 1'b0;
                        end
                    end 
                  else 
                    begin
                      RX_ShiftReg[6:0] <= #1 RX_ShiftReg[7:1];
                      RX_ShiftReg[7] <= #1 RX_Filtered;
                      if (LCR[1:0] == 2'b10) 
                        begin
                          RX_ShiftReg[7] <= #1 1'b0;
                          RX_ShiftReg[6] <= #1 RX_Filtered;
                        end
                      if (LCR[1:0] == 2'b01) 
                        begin
                          RX_ShiftReg[7] <= #1 1'b0;
                          RX_ShiftReg[6] <= #1 1'b0;
                          RX_ShiftReg[5] <= #1 RX_Filtered;
                        end
                      if (LCR[1:0] == 2'b00) 
                        begin
                          RX_ShiftReg[7] <= #1 1'b0;
                          RX_ShiftReg[6] <= #1 1'b0;
                          RX_ShiftReg[5] <= #1 1'b0;
                          RX_ShiftReg[4] <= #1 RX_Filtered;
                        end
                      RX_Parity <= #1 RX_Filtered ^ RX_Parity;
                    end
                end
            end
        end
    end
  always @ (posedge clk)
    begin : bit_tick
      reg [4:0] TX_Cnt;
      if (!reset_n) 
        begin
          TX_Cnt = 5'b00000;
          TX_Tick <= #1 1'b0;
        end 
      else 
        begin
          TX_Tick <= #1 1'b0;
          if (rclk) 
            begin
              TX_Cnt = TX_Cnt + 1;
              if (LCR[2] && TX_Stop_Bit) 
                begin
                  if (LCR[1:0] == 2'b00) 
                    begin
                      if (TX_Cnt == 5'b10111) 
                        begin
                          TX_Tick <= #1 1'b1;
                          TX_Cnt[3:0] = 4'b0000;
                        end
                    end 
                  else 
                    begin
                      if (TX_Cnt == 5'b11111) 
                        begin
                          TX_Tick <= #1 1'b1;
                          TX_Cnt[3:0] = 4'b0000;
                        end
                    end
                end 
              else 
                begin
                  TX_Cnt[4] = 1'b1;
                  if (TX_Cnt[3:0] == 4'b1111) 
                    begin
                      TX_Tick <= #1 1'b1;
                    end
                end
            end
        end
    end
  always @ (posedge clk)
    begin
      if (!reset_n) 
        begin
          LSR[7:5] <= #1 3'b011;
          TX_Bit_Cnt <= #1 0;
          TX_ShiftReg <= #1 0;
          TXD <= #1 1'b1;
          TX_Parity <= #1 1'b0;
          TX_Next_Is_Stop <= #1 1'b0;
          TX_Stop_Bit <= #1 1'b0;
        end 
      else 
        begin
          if (TX_Tick == 1'b1) 
            begin
              TX_Next_Is_Stop <= #1 1'b0;
              TX_Stop_Bit <= #1 TX_Next_Is_Stop;
              case (TX_Bit_Cnt)
                0  :
                  begin
                    if (!LSR[5]) 
                      begin      
                        TX_Bit_Cnt <= #1 1;
                      end
                    TXD <= #1 1'b1;
                  end
                1  :  
                  begin
                    TX_ShiftReg[7:0] <= #1 THR;
                    LSR[5] <= #1 1'b1;      
                    TXD <= #1 1'b0;
                    TX_Parity <= #1 ~LCR[4];        
                    TX_Bit_Cnt <= #1 TX_Bit_Cnt + 1;
                  end
                10  :  
                  begin
                    TXD <= #1 TX_Parity;
                    if (LCR[5] == 1'b1 ) 
                      begin   
                        TXD <= #1 ~LCR[4];
                      end
                    TX_Bit_Cnt <= #1 0;
                    TX_Next_Is_Stop <= #1 1'b1;
                  end
                default :
                  begin
                    TX_Bit_Cnt <= #1 TX_Bit_Cnt + 1;
                    if ((TX_Bit_Cnt == 9 && LCR[1:0] == 2'b11) ||
                        (TX_Bit_Cnt == 8 && LCR[1:0] == 2'b10) ||
                        (TX_Bit_Cnt == 7 && LCR[1:0] == 2'b01) ||
                        (TX_Bit_Cnt == 6 && LCR[1:0] == 2'b00) ) 
                      begin
                        TX_Bit_Cnt <= #1 0;
                        if (LCR[3] == 1'b1 ) 
                          begin  
                            TX_Bit_Cnt <= #1 10;
                          end 
                        else 
                          begin
                            TX_Next_Is_Stop <= #1 1'b1;
                          end
                        LSR[6] <= #1 1'b1;  
                      end
                    TXD <= #1 TX_ShiftReg[0];
                    TX_ShiftReg[6:0] <= #1 TX_ShiftReg[7:1];
                    TX_Parity <= #1 TX_ShiftReg[0] ^ TX_Parity;
                  end
              endcase
            end
          if (!wr_n && !cs_n && addr == 3'b000 && !LCR[7] ) 
            begin
              LSR[5] <= #1 1'b0;    
              LSR[6] <= #1 1'b0;    
            end
        end
    end
endmodule
==> design/flow/run.sh <==
#!/bin/bash
# OpenROAD 26Q1-2900-gdf79404cd8, Yosys 0.63+post, stock flow scripts
make -C /OpenROAD-flow-scripts/flow DESIGN_CONFIG=/design/flow/config.mk WORK_HOME=/design/flow/orfs finish
==> design/flow/config.mk <==
export PLATFORM = sky130hd
export DESIGN_NAME = T16450
export DESIGN_NICKNAME = T16450
export VERILOG_FILES = /design/flow/design.v
export SDC_FILE = /design/flow/constraint.sdc
export NUM_CORES = 4
export LEC_CHECK = 1
export CORE_UTILIZATION = 40
==> design/flow/constraint.sdc <==
current_design T16450

set clk_period 4.3
set clk_io_pct 0.2

create_clock -name clk0 -period $clk_period [get_ports {clk}]

set non_clock_inputs [all_inputs -no_clocks]
set_input_delay [expr $clk_period * $clk_io_pct] -clock clk0 $non_clock_inputs
set_output_delay [expr $clk_period * $clk_io_pct] -clock clk0 [all_outputs]
==> flow_summary.ini <==
; physical design summary
[setup_path]
rr_startpoint = RX_Bit_Cnt[0]$_SDFFE_PN0P_
startpoint = addr[0]
cp.arrival_ns = 3.08
cp_max_fo = 13
crit_path_cell_trace = clkdlybuf4s50_1, buf_4, mux2i_1, o2bb2ai_1, a221oi_1, o21ai_0, and2_1, clkdlybuf4s50_1
worst_path_max_delay_cell = clkdlybuf4s50_1
required_ns = 3.44
start_kind = primary input
rr_worst_depth = 7
crit_type = in2out
endpoint_kind = output pin
slowest_delay_ns = 0.58
crit_top_cell = clkdlybuf4s50_1

[synth]
syn_area_mm2 = 0.00696
syn_inst = 820
simple_gate_share_pct = 21.7
mux_area_share_pct = 11.5
synth_area_leader_cell = dfxtp_1
area_leaders = dfxtp_1, mux2i_1, nor2_1
avgSynthCellArea_um2 = 8.48
ys_chip_area_mm2 = 0.00696
compound_area_share_pct = 16.0
ys_seq_share_pct = 40.9
synth_cell_types = 65
ys_sh_xor_pct = 3.24
synthAdderAreaFrac_pct = 2.66
flop_cell = dfxtp_1
edf_count = 0
ys_ff = 142
synthTopLogicFamily = simple AND/OR/NAND/NOR gates
ys_warn_count = 1
yosys.area.top_type_share_pct = 40.9
ys_cells = 820
synthArstFlopShare_pct = 0

[cells_and_area]
final_util_pct = 48.5
combGateArea_mm2 = 0.00384
drive_above_1_share_pct = 10.0
area_growth_pct = 16.9
fin_area_mm2 = 0.00813
regArea_mm2 = 0.00284
fillCellCount = 1594

[drt]
ant_nets = 0
vias = 5792
routedWlPerCell_um = 16.4
drtIter0Drc = 430
drt-pass1-iter-count = 5
routed_via_density = 5.38
drt_wl_total_um = 17700
n_antenna_cell = 0
drc = 0

[grt]
grt_first_pass_wirelength_um = 28700
grt_util_all_layers_pct = 20.7
grt_antenna_before_repair = 1
first_global_vias = 5290
grt_max_degree = 49
grt-ovfl-total = 0

[sta]
holdWs_ns = 0.460
rsz0062_at_grt = false
tightest_slew_ns = 0.807
min_period_ns = 3.94
setup_viol = 0
hold_viol_final = 0
fmax_mhz = 254
slew_headroom_pct = 46.0
skew_ns = 0.00533
setup_tns_ns = 0
finalClockPeriodUsage_pct = 91.5
slew_viol_final = 0

[clock_tree]
path_clk_slew_ns = 0.05
tritoncts = yes
clockBufferDepth = 2
hold_buffers = 0
clkLatencyLatePin_ns = 0.41
post-cts-setup-buffer-count = 0
cts_inserted_buffers = 17
cts.sinks = 142
cts_root_buf = clkbuf_16
htreeDepth = 4
cts_resized = 0

[power_and_ir_drop]
p_total_mw = 3.57
power_frac_clock_pct = 41.9
p_per_area_mw_per_mm2 = 439
p_int_mw = 2.62
switching_share_pct = 26.4
ir_drop_mv = 0.335
power.leakage_nw = 2.98
switching_power_mw = 0.943
power_frac_comb_pct = 17.2
seqPwrFrac_pct = 40.9

[floorplan]
core_mm2 = 0.0168
dieArea_mm2 = 0.0179
row_count = 47
io_pins = 37
fp_util_pct = 41.5
die_w_um = 134
chipHeight_um = 134

[placement]
dpl-instance-area_mm2 = 0.00753
routabilityCongestion = 0.934
hpwl_um = 12400
io_buffers = 36

[flow_run]
warning_count = 33
cap_violations = 0

[hold_path]
hp-class = reg2reg
min_from = THR[5]$_SDFFE_PN0P_
min_path_cells = 2

[run_status]
status = complete, no violations
cell type report:
type / count / area share (%)
clock buffer: 22 / 5.71
clock inverter: 10 / 1.69
inverter: 19 / 0.893
multi-input combinational: 611 / 47.2
sequential: 142 / 35.0
tap: 220 / 3.39
timing repair buffer: 53 / 6.16
power by group through the flow:
stage     clock network (mW)  logic (mW)  registers (mW)
6_report                1.49       0.613            1.46
5_1_grt                 1.59       0.675            1.47
4_1_cts                 1.52       0.619            1.46
path summary, 6_finish.rpt:
kind	to	slack [ns]
worst max-delay path	rd_data[0]	0.36
worst min-delay path	THR[5]$_SDFFE_PN0P_	0.46
worst max register to register	RX_Parity$_SDFFE_PN0P_	2.01
worst min register to register	THR[5]$_SDFFE_PN0P_	0.46
logic make-up after synthesis:
group,after synthesis
buffers and inverters,67
XOR/XNOR,24
flip-flops,142
adder cells (fa/ha/maj),15
AND-OR/OR-AND,173
AND/OR/NAND/NOR,323
multiplexers,76
stage by stage:
step,instances,setup slack [ns]
6_report,1077,0.365
5_1_grt,1077,0.216
4_1_cts,1077,0.338
2_1_floorplan,820,1.43
3_3_place_gp,1045,0.388
3_5_place_dp,1045,0.332
per-layer routing:
| metal | share of wire, % | up-vias | GRT usage, % |
|---|---|---|---|
| met5 | 0.074 | - | 0 |
| met4 | 1.7 | 2 | 2.97 |
| met1 | 50 | 2703 | 32.6 |
| met3 | 4.9 | 23 | 3.43 |
| met2 | 44 | 124 | 31.1 |
| li1 | - | 2940 | - |
synth_stat cells, types with 7 or more instances:
| cell | n |
|---|---|
| a21oi_1 | 67 |
| ha_1 | 14 |
| mux2i_1 | 61 |
| xor2_1 | 11 |
| o21ai_0 | 38 |
| nor3_1 | 15 |
| nand2_1 | 94 |
| a311oi_1 | 8 |
| inv_1 | 19 |
| nor2b_1 | 7 |
| clkbuf_1 | 34 |
| nor2_1 | 104 |
| nand3_1 | 43 |
| mux2_2 | 13 |
| nand2b_1 | 14 |
| dfxtp_1 | 142 |
| a211oi_2 | 10 |
| a31oi_1 | 8 |
| xnor2_1 | 12 |
sequential cells by signal, summed over array words and instances, names as in the netlist, 5 cells and up:
| name | count |
|---|---|
| DLL | 8 |
| DLM | 8 |
| LCR | 8 |
| LSR | 7 |
| MCR | 8 |
| MSR | 8 |
| RBR | 8 |
| RX_ShiftReg | 8 |
| SCR | 8 |
| THR | 8 |
| TX_ShiftReg | 8 |
| bit_tick.TX_Cnt | 5 |
| clk_gen.Baud_Cnt | 16 |
critical path: cells and delay by family:
| family | cells | cell delay, ns |
|---|---|---|
| mux | 1 | 0.21 |
| compound gates | 3 | 0.61 |
| buf+inv | 3 | 1.22 |
| simple gates | 1 | 0.17 |
cell usage in the layout, fill, tap and decap left out, drive strengths merged, types with 4 or more instances in the layout:
| master | instances |
|---|---|
| ha | 14 |
| nand3 | 43 |
| inv | 18 |
| nand3b | 6 |
| a21oi | 67 |
| xnor2 | 12 |
| nand2 | 94 |
| nor2b | 7 |
| and3 | 5 |
| clkinv | 6 |
| buf | 17 |
| nand2b | 14 |
| xor2 | 11 |
| clkdlybuf4s50 | 36 |
| dfxtp | 142 |
| or2 | 4 |
| mux2i | 61 |
| a311oi | 9 |
| nand4 | 6 |
| nor3b | 5 |
| nor3 | 15 |
| nor2 | 104 |
| o22ai | 4 |
| and2 | 5 |
| o21a | 6 |
| mux2 | 13 |
| clkbuf | 22 |
| o21ai | 39 |
| a211oi | 15 |
| a31oi | 8 |
Power and IR drop assume default switching activity.
